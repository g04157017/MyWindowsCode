## flow/design.v

```verilog
`timescale 1ns / 1ps
module ad7606(
    input        	  clk        ,   
	input        	  rst_n      ,     
	input  [15:0] 	  ad_data    ,   
	input        	  ad_busy    ,   
    input        	  first_data ,   
	output [ 2:0] 	  ad_os      ,   
	output reg   	  ad_cs      ,   
	output reg   	  ad_rd      ,   
	output reg   	  ad_reset   ,   
	output reg   	  ad_convstab,   
	output reg		  ad_range   ,   
    output reg [15:0] ad_ch1     ,   
	output reg [15:0] ad_ch2     ,   
	output reg [15:0] ad_ch3     ,   
	output reg [15:0] ad_ch4     ,   
	output reg [15:0] ad_ch5     ,   
	output reg [15:0] ad_ch6     ,   
	output reg [15:0] ad_ch7     ,   
	output reg [15:0] ad_ch8         
    );
reg [15:0] cnt;
reg [ 5:0] i;
reg [ 3:0] state;
parameter IDLE      = 4'd0 ;
parameter AD_CONV   = 4'd1 ;
parameter Wait_1    = 4'd2 ;
parameter Wait_busy = 4'd3 ;
parameter READ_CH1  = 4'd4 ;
parameter READ_CH2  = 4'd5 ;
parameter READ_CH3  = 4'd6 ;
parameter READ_CH4  = 4'd7 ;
parameter READ_CH5  = 4'd8 ;
parameter READ_CH6  = 4'd9 ;
parameter READ_CH7  = 4'd10;
parameter READ_CH8  = 4'd11;
parameter READ_DONE = 4'd12;
assign ad_os = 3'b000;
always@(posedge clk)
begin
    if(cnt<16'hffff) begin
        cnt<=cnt+1;
        ad_reset<=1'b1;
      end
      else
        ad_reset<=1'b0;       
end
always @(posedge clk) 
begin
	 if (ad_reset==1'b1) begin 
			 state<=IDLE; 
			 ad_ch1<=0  ;
			 ad_ch2<=0  ;
			 ad_ch3<=0  ;
			 ad_ch4<=0  ;
			 ad_ch5<=0  ;
			 ad_ch6<=0  ;
			 ad_ch7<=0  ;
			 ad_ch8<=0  ;
			 ad_cs<=1'b1;
			 ad_rd<=1'b1;
			 ad_convstab<=1'b1;
			 ad_range<=1'b1;
			 i<=0       ;
	 end		 
	 else begin
		  case(state)
		  IDLE: begin
				 ad_cs<=1'b1;
				 ad_rd<=1'b1; 
				 ad_convstab<=1'b1; 
				 if(i==20) begin
					 i<=0;			 
					 state<=AD_CONV;
				 end
				 else 
					 i<=i+1'b1;
		  end
		  AD_CONV: begin	   
				 if(i==2) begin                              
					 i<=0;			 
					 state<=Wait_1;
					 ad_convstab<=1'b1;       				 
				 end
				 else begin
					 i<=i+1'b1;
					 ad_convstab<=1'b0;                      
				 end
		  end
		  Wait_1: begin            
				 if(i==5) begin                              
					 i<=0;
					 state<=Wait_busy;
				 end
				 else 
					 i<=i+1'b1;
		  end		 
		  Wait_busy: begin            
				 if(ad_busy==1'b0) begin                     
					 i<=0;			 
					 state<=READ_CH1;
				 end
		  end
		  READ_CH1: begin 
				 ad_cs<=1'b0;                                
				 if(i==3) begin
					 ad_rd<=1'b1;
					 i<=0;
					 ad_ch1<=ad_data;                        
					 state<=READ_CH2;				 
				 end
				 else begin
					 ad_rd<=1'b0;	
					 i<=i+1'b1;
				 end
		  end
		  READ_CH2: begin 
				 if(i==3) begin
					 ad_rd<=1'b1;
					 i<=0;
					 ad_ch2<=ad_data;                        
					 state<=READ_CH3;				 
				 end
				 else begin
					 ad_rd<=1'b0;	
					 i<=i+1'b1;
				 end
		  end
		  READ_CH3: begin 
				 if(i==3) begin
					 ad_rd<=1'b1;
					 i<=0;
					 ad_ch3<=ad_data;                        
					 state<=READ_CH4;				 
				 end
				 else begin
					 ad_rd<=1'b0;	
					 i<=i+1'b1;
				 end
		  end
		  READ_CH4: begin 
				 if(i==3) begin
					 ad_rd<=1'b1;
					 i<=0;
					 ad_ch4<=ad_data;                        
					 state<=READ_CH5;				 
				 end
				 else begin
					 ad_rd<=1'b0;	
					 i<=i+1'b1;
				 end
		  end
		  READ_CH5: begin 
				 if(i==3) begin
					 ad_rd<=1'b1;
					 i<=0;
					 ad_ch5<=ad_data;                        
					 state<=READ_CH6;				 
				 end
				 else begin
					 ad_rd<=1'b0;	
					 i<=i+1'b1;
				 end
		  end
		  READ_CH6: begin 
				 if(i==3) begin
					 ad_rd<=1'b1;
					 i<=0;
					 ad_ch6<=ad_data;                        
					 state<=READ_CH7;				 
				 end
				 else begin
					 ad_rd<=1'b0;	
					 i<=i+1'b1;
				 end
		  end
		  READ_CH7: begin 
				 if(i==3) begin
					 ad_rd<=1'b1;
					 i<=0;
					 ad_ch7<=ad_data;                        
					 state<=READ_CH8;				 
				 end
				 else begin
					 ad_rd<=1'b0;	
					 i<=i+1'b1;
				 end
		  end
		  READ_CH8: begin 
				 if(i==3) begin
					 ad_rd<=1'b1;
					 i<=0;
					 ad_ch8<=ad_data;                        
					 state<=READ_DONE;				 
				 end
				 else begin
					 ad_rd<=1'b0;	
					 i<=i+1'b1;
				 end
		  end
		  READ_DONE:begin
					 ad_rd<=1'b1;	 
					 ad_cs<=1'b1;
					 state<=IDLE;
		  end		
		  default:	state<=IDLE;
		  endcase	
    end	  
end
endmodule
```

## flow/config.mk

```make
export PLATFORM = sky130hd
export DESIGN_NAME = ad7606
export DESIGN_NICKNAME = ad7606
export VERILOG_FILES = /design/flow/design.v
export SDC_FILE = /design/flow/constraint.sdc
export NUM_CORES = 4
export LEC_CHECK = 1
export CORE_UTILIZATION = 40
```

## flow/run.sh

```bash
#!/bin/bash
# OpenROAD 26Q1-2900-gdf79404cd8, Yosys 0.63+post, stock flow scripts
make -C /OpenROAD-flow-scripts/flow DESIGN_CONFIG=/design/flow/config.mk WORK_HOME=/design/flow/orfs finish
```

## flow/constraint.sdc

```tcl
current_design ad7606

set clk_period 4.5
set clk_io_pct 0.2

create_clock -name clk0 -period $clk_period [get_ports {clk}]

set non_clock_inputs [all_inputs -no_clocks]
set_input_delay [expr $clk_period * $clk_io_pct] -clock clk0 $non_clock_inputs
set_output_delay [expr $clk_period * $clk_io_pct] -clock clk0 [all_outputs]
```

==> metrics.csv <==
metric,value,unit
status,"complete, no violations",
place_congestion,0.8342,
wl,17.73,mm
cellLeakagePower,3.759,nW
final_core_util,0.5490,
overall_chip_area,0.01621,mm^2
core-area,0.01526,mm^2
log.warning_count,30,
number_of_standard_cells_in_the_final_layout_excluding_fillers,1093,
timing.final.hold_violations,0,
max_stage_delay,0.85,ns
grt_pass1_wl,27.30,mm
crit_buf_inv,1,
cp-start-kind,flop,
fin_worst_hold_slack,0.4444,ns
rows,45,
place_area,0.007759,mm^2
rsz0062_at_grt,no,
floorplanUtilization,0.4116,
power.density,658.2,mW/mm^2
max_cap_violations,0,
synth_area,0.006281,mm^2
finalSetupViolCount,0,
synth-seq-cells,167,
worst-endpoint-arrival,1.86,ns
clkSlewWorstSetupHoldPaths,0.06,ns
clkLatencyLatePin,0.42,ns
vertical_die_dimension,127.3,um
power,5.514,mW
crit_path_max_fanout,71,
first_pass_iters,5,
post-route-period-util,0.6123,
cpMaxStageDelayCell,dfxtp_4,
hold_path.class,reg -> reg,
boundaryPins,156,
first_global_vias,4896,
period_minus_slack,2.755,ns
postSynthSeqShare,0.5578,
setup_slack_placement,2.053,ns
num_clock_sinks,167,
synthesis.instances,760,
cts_buffers,17,
syn-mean-instance-area,8.265,um^2
ant_nets,0,
peak_supply_drop,0.0003276,V
worst-endpoint-required,3.60,ns
clock.fmax,362.9,MHz
ff_type,dfxtp_1,
yosys-stat-cells,760,
cts-root-to-sink-buffers,2,
cts.repair.resized,0,
worstMarginPinSlew,0.8315,ns
cts-root-buf,clkbuf_16,
area_delta_synth_final,33.37,%
cts_hold_buffers,0,
drv_slew,0,
dp.final_hpwl,11.36,mm
setup_total_negative_slack,0,ns
post_synth_num_cell_types,40,
post_synth_tally_of_flip_flops_with_integrated_enable,16,
grt_max_degree,78,
dpl.cell_count,1062,
setup_ws,1.745,ns
layout-drive-gt1-share,0.04989,
post_cts_setup_buffer_count,0,
cp_top_family,flip-flops,
synth_chip_area,0.006281,mm^2
route.vias.total,5433,
final_design_area_no_fill,0.008377,mm^2
number_of_warnings_reported_in_the_yosys_synthesis_log,1,
route.antenna.diode_count,0,
finalClockSkew,0.01174,ns
gr-usage-all-layers,0.2277,
relSlewSlack,0.4457,
path_cells,clkdlybuf4s50_1,
grt_remaining_overflow,0,
drt-wirelength-per-cell,16.22,um
ys_async_sr_fraction,0,
portBuffers,149,
path_class,reg -> out,
grt_antenna_before_repair,0,
drt_iter0_markers,362,
ctsHtreeMaxLevel,4,
floorplan.die.width,127.3,um
setup.worst_path.end_class,primary output,
remaining_drc_errors,0,
avg_vias_per_cell,4.971,
cts_tree,done,
layer usage:
| layer | GRT usage | part of all wire | vias up |
|---|---|---|---|
| met3 | 0.06997 | 0.078 | 23 |
| met2 | 0.3343 | 0.44 | 178 |
| li1 | - | - | 2700 |
| met4 | 0.04762 | 0.021 | 0 |
| met5 | 0 | 0 | - |
| met1 | 0.3451 | 0.46 | 2532 |
registers in the layout, summed over array words and instances, names as in the netlist, 16 cells and up:
| signal | cells |
|---|---|
| ad_ch1 | 16 |
| ad_ch2 | 16 |
| ad_ch3 | 16 |
| ad_ch4 | 16 |
| ad_ch5 | 16 |
| ad_ch6 | 16 |
| ad_ch7 | 16 |
| ad_ch8 | 16 |
| cnt | 16 |
cell usage after synthesis, types with 4 or more instances:
| master | number | area, um^2 |
|---|---|---|
| a21oi_1 | 139 | 695.7 |
| a31oi_1 | 4 | 25.02 |
| and3_1 | 9 | 56.30 |
| buf_2 | 24 | 120.1 |
| buf_4 | 11 | 82.58 |
| clkbuf_1 | 27 | 101.4 |
| dfxtp_1 | 151 | 3023 |
| edfxtp_1 | 16 | 480.5 |
| ha_1 | 5 | 62.56 |
| inv_1 | 11 | 41.29 |
| nand2_1 | 280 | 1051 |
| nand3_1 | 10 | 50.05 |
| nor2_1 | 16 | 60.06 |
| nor3_1 | 5 | 25.02 |
| o21ai_0 | 4 | 20.02 |
| xnor2_1 | 10 | 87.58 |
| xor2_1 | 4 | 35.03 |
where the power goes:
group / switching (mW) / leakage [nW] / internal (mW)
registers: 0.302 / 1.43 / 2.01
logic: 0.598 / 2.02 / 1.08
clock network: 0.576 / 0.304 / 0.941
total: 1.48 / 3.76 / 4.04
cell families (layout without fill, tap and decap cells):
group,after synthesis,in the layout,synth area share
AOI/OAI and AO/OA,157,157,0.1327
xor gates and xnor gates,14,14,0.01952
adders and majority gates,5,5,0.009960
buffers and inverters,73,193,0.05498
DFF,167,167,0.5578
other,2,4,0.001196
and+or+nand+nor,342,342,0.2239
cell type report:
cell class | count | area, um^2
sequential | 167 | 3507
multi-input combinational | 522 | 2440
clock inverter | 12 | 175.2
clock buffer | 19 | 442.9
timing repair buffer | 151 | 1506
inverter | 11 | 41.29
fill | 1322 | 6882
tap | 211 | 264.0
layout by cell type (no fill, tap or decap), types with 4 or more instances in the layout:
| cell type | instances |
|---|---|
| nand2_1 | 280 |
| dfxtp_1 | 150 |
| clkdlybuf4s50_1 | 149 |
| a21oi_1 | 139 |
| clkbuf_16 | 17 |
| nor2_1 | 16 |
| edfxtp_1 | 16 |
| inv_1 | 11 |
| nand3_1 | 10 |
| xnor2_1 | 10 |
| and3_1 | 9 |
| nor3_1 | 5 |
| ha_1 | 5 |
| xor2_1 | 4 |
| o21ai_0 | 4 |
| a31oi_1 | 4 |
| conb_1 | 4 |
| bufinv_16 | 4 |
worst paths after layout:
check                                      start  slack, ns  depth (start not counted)               end
worst max-delay path            ad_reset$_DFF_P_       1.74                          1          ad_reset
worst min-delay path            state[3]$_DFF_P_       0.44                          2  state[0]$_DFF_P_
worst max register to register  cnt[0]$_DFFE_PN_       2.07                          5  cnt[4]$_DFFE_PN_
worst min register to register  state[3]$_DFF_P_       0.44                          2  state[0]$_DFF_P_
Power is estimated from default activity; no workload was simulated.
