===== flow/config.mk =====
export PLATFORM = sky130hd
export DESIGN_NAME = AD7606_drive
export DESIGN_NICKNAME = AD7606_drive
export VERILOG_FILES = /design/flow/design.v
export SDC_FILE = /design/flow/constraint.sdc
export NUM_CORES = 4
export LEC_CHECK = 1
export CORE_UTILIZATION = 40

===== flow/constraint.sdc =====
current_design AD7606_drive

set clk_period 3.3
set clk_io_pct 0.2

create_clock -name clk0 -period $clk_period [get_ports {clk}]

set non_clock_inputs [all_inputs -no_clocks]
set_input_delay [expr $clk_period * $clk_io_pct] -clock clk0 $non_clock_inputs
set_output_delay [expr $clk_period * $clk_io_pct] -clock clk0 [all_outputs]

===== flow/design.v =====
module AD7606_drive(
    input            clk     ,   
    input            rst_n   ,   
    input            ad_busy ,   
    input            ad_dataA,   
    input            ad_dataB,   
    output    [2:0]  ad_os   ,   
    output           ad_rage ,   
    output reg       ad_rst  ,   
    output reg       ad_cvAB ,   
    output reg       ad_cs_n ,   
    output reg       ad_sclk ,   
    output reg       ad_done ,   
    output reg[15:0] ad_ch1  ,   
    output reg[15:0] ad_ch2  ,   
    output reg[15:0] ad_ch3  ,   
    output reg[15:0] ad_ch4  ,   
    output reg[15:0] ad_ch5  ,   
    output reg[15:0] ad_ch6  ,   
    output reg[15:0] ad_ch7  ,   
    output reg[15:0] ad_ch8      
    );
reg [15:0] init_cnt      ;   
reg [15:0] state         ;   
reg [15:0] state_cnt     ;   
reg [ 1:0] cnt_spi_clk   ;   
reg        cnt_spi_clk_en;   
reg        spi_start     ;   
parameter AD_IDLE  = 16'b0000_0000_0000_0001;   
parameter AD_CVAB  = 16'b0000_0000_0000_0010;   
parameter AD_BUSY1 = 16'b0000_0000_0000_0100;   
parameter AD_BUSY2 = 16'b0000_0000_0000_1000;   
parameter AD_CSN   = 16'b0000_0000_0001_0000;   
parameter AD_CH1_5 = 16'b0000_0000_0010_0000;   
parameter AD_CH2_6 = 16'b0000_0000_0100_0000;   
parameter AD_CH3_7 = 16'b0000_0000_1000_0000;   
parameter AD_CH4_8 = 16'b0000_0001_0000_0000;   
parameter AD_STOP  = 16'b0000_0010_0000_0000;   
assign ad_os   = 3'b000;   
assign ad_rage = 1'b1  ;   
always@(posedge clk or negedge rst_n)
begin
    if(!rst_n)
        cnt_spi_clk_en <= 1'b0;
    else if(state == AD_STOP)    
        cnt_spi_clk_en <= 1'b0;
    else if(spi_start == 1'b1)   
        cnt_spi_clk_en <= 1'b1;
end      
always@(posedge clk or negedge rst_n)
begin
    if(!rst_n)
        cnt_spi_clk <= 2'd0;
    else if(cnt_spi_clk_en == 1'b1)
        cnt_spi_clk <= cnt_spi_clk + 1'b1;
    else if(cnt_spi_clk_en == 1'b0)
        cnt_spi_clk <= 2'd0;    
end    
always@(posedge clk or negedge rst_n)   
begin    
    if(!rst_n) begin
        init_cnt <= 16'd0;
        ad_rst   <= 1'b1 ;   
    end    
    else if(init_cnt < 16'hffff) begin
        init_cnt <= init_cnt + 1'b1;    
        ad_rst   <= 1'b1           ;  
    end
    else
        ad_rst   <= 1'b0           ;   
end      
always@(posedge clk or negedge rst_n) 
begin
    if(!rst_n) begin
        state     <= AD_IDLE;
        ad_cvAB   <= 1'b1   ;
        ad_cs_n   <= 1'b1   ;
        spi_start <= 1'b0   ;
        state_cnt <= 16'd0  ;
        ad_ch1    <= 16'd0  ;
        ad_ch2    <= 16'd0  ;
        ad_ch3    <= 16'd0  ;
        ad_ch4    <= 16'd0  ;
        ad_ch5    <= 16'd0  ;
        ad_ch6    <= 16'd0  ;
        ad_ch7    <= 16'd0  ;
        ad_ch8    <= 16'd0  ;
        ad_done   <= 1'b0   ;
    end
    else case(state)
        AD_IDLE:  begin
            ad_cvAB   <= 1'b1;
            ad_cs_n   <= 1'b1;
            ad_done   <= 1'b0;
            if(state_cnt == 16'd6000) begin   
                state_cnt <= 16'd0  ;
                state     <= AD_CVAB;    
            end
            else
                state_cnt <= state_cnt + 1'b1;
        end
        AD_CVAB:  begin
            if(state_cnt == 16'd2) begin
                state_cnt <= 16'd0   ;
                state     <= AD_BUSY1;
                ad_cvAB   <= 1'b1    ;   
            end
            else begin
                state_cnt <= state_cnt + 1'b1;
                ad_cvAB   <= 1'b0;       
            end
        end
        AD_BUSY1: begin 
            if(state_cnt == 16'd5) begin   
                state_cnt <= 16'd0   ;
                state     <= AD_BUSY2;    
            end
            else
                state_cnt <= state_cnt + 1'b1;       
        end 
        AD_BUSY2:  begin   
            if(ad_busy == 1'b0) 
                state <= AD_CSN; 
        end
        AD_CSN:    begin
            ad_cs_n   <= 1'b0    ;   
            spi_start <= 1'b1    ;   
            state     <= AD_CH1_5; 
        end
        AD_CH1_5:  begin   
            if(cnt_spi_clk == 2'd1) begin
                ad_ch1    <= {ad_ch1[14:0],ad_dataA};
                ad_ch5    <= {ad_ch5[14:0],ad_dataB};
                state_cnt <= state_cnt + 1'b1;
                if(state_cnt == 16'd15) begin
                    state_cnt <= 16'd0   ;
                    state     <= AD_CH2_6;  
                end
            end    
        end
        AD_CH2_6:  begin   
            if(cnt_spi_clk == 2'd1) begin
                ad_ch2    <= {ad_ch2[14:0],ad_dataA};
                ad_ch6    <= {ad_ch6[14:0],ad_dataB};
                state_cnt <= state_cnt + 1'b1;
                if(state_cnt == 16'd15) begin
                    state_cnt <= 16'd0   ;
                    state     <= AD_CH3_7;  
                end
            end    
        end 
        AD_CH3_7:  begin   
            if(cnt_spi_clk == 2'd1) begin
                ad_ch3    <= {ad_ch3[14:0],ad_dataA};
                ad_ch7    <= {ad_ch7[14:0],ad_dataB};
                state_cnt <= state_cnt + 1'b1;
                if(state_cnt == 16'd15) begin
                    state_cnt <= 16'd0   ;
                    state     <= AD_CH4_8;  
                end
            end    
        end 
        AD_CH4_8:  begin   
            if(cnt_spi_clk == 2'd1) begin
                ad_ch4    <= {ad_ch4[14:0],ad_dataA};
                ad_ch8    <= {ad_ch8[14:0],ad_dataB};
                state_cnt <= state_cnt + 1'b1;
                if(state_cnt == 16'd15) begin
                    state_cnt <= 16'd0  ;
                    state     <= AD_STOP;  
                end
            end    
        end 
        AD_STOP:   begin
            ad_cs_n   <= 1'b1;
            ad_done   <= 1'b1;
            state     <= AD_IDLE;   
        end 
        default: begin
           state      <= AD_IDLE;
        end               
    endcase        
end    
always@(*)
begin
    case(state)
        AD_IDLE,AD_CVAB,AD_BUSY1,AD_BUSY2,AD_STOP:    
            ad_sclk <= 1'b1;
        AD_CH1_5,AD_CH2_6,AD_CH3_7,AD_CH4_8 : begin   
            if(cnt_spi_clk == 2'd0 || cnt_spi_clk == 2'd1)   
                ad_sclk <= 1'b0;
            else                                             
                ad_sclk <= 1'b1;
        end
        default      :        
            ad_sclk <= 1'b1;
    endcase    
end 
endmodule

===== flow/run.sh =====
#!/bin/bash
# OpenROAD 26Q1-2900-gdf79404cd8, Yosys 0.63+post, stock flow scripts
make -C /OpenROAD-flow-scripts/flow DESIGN_CONFIG=/design/flow/config.mk WORK_HOME=/design/flow/orfs finish

==> run summary <==
impl run done, here's what came out: Avg Cell Area, Syn between 10 and 15 µm², crit path DRT around 2.6 ns, Synth top cells by count dfrtp_1, mux2_2, nand3_1, First DRT Iteration DRCs between 150 and 200, kind of critical path register to output pin, Clk Latency, worst-skew pair ~0.42 ns, Floorplan Utilization roughly two fifths, final core utilization a little over half, tool warnings 29, final hold viol count 0, achievable frequency 0.369 GHz, Clock Path Buffers 2, CTS root buf clkbuf_16, Syn Inst Count between 500 and 600, core area between 15000 and 20000 µm², Clock Power Share 46.2%, M3 GR Usage 3.25%, share of the synthesized area in the top cell type 59.9%, die area roughly 19000 µm², Pleak between 4 and 5 nW, Vias about 4600, Pwr per Cell Area around 440 nW/µm², Yosys Instances around 530, drt first pass iters 5, run status completed, Comb pwr share 1.6%, net load switching power between 0.8 and 0.9 mW, area grow syn2layout 29.8%, met1 GRT Util 27.4%, Int Pwr roughly 3.3 mW, Antenna Nets Post-Route 0, DR vias/cell 5.04, pin count of the biggest net entering global routing about 76, port buffer count about 140, slew margin rel. 50.1%, Fillers ~1400, Worst-Margin Slew slightly above 0.7 ns, ys async rst share ~100%, Clock Sinks 178, share of layout cells above drive strength 1 27.2%, Chip Area, Yosys ~7300 µm², Gate Area roughly 2600 µm², H-tree levels 4, Die X approximately 140 µm, total track usage 16.0%, Mapped Area roughly 7300 µm², site row count approximately 48, hold buffers post-CTS 0, TritonCTS buffer count 17, antenna violations before repair 0, DPL Wire Length 9.60 mm, endpoint type of the worst setup path output pin, clock slew at reported path FFs 0.06 ns, RSZ-0062 raised after global routing no, gr busiest metal met1, final setup fails 0, met2 Resource Use GR between 20% and 30%, Cell Type Count between 40 and 50, EDFF count, synth 0, Max-cap violations 0, final worst-path cycle share just over 80%, worst min-delay path class primary input to asynchronous set/reset pin, Worst VDD drop 0.345 mV, Net Sw Frac between 20% and 30%, io pins 142, register share after synthesis between 60% and 70%, CP startpoint kind register, data arrival time of the worst path between 2 and 2.5 ns, final slew viol count 0, register area about 4500 µm², vias in the first global route 4405, Top cells by area dfrtp_1, mux2_2, nand3_1, drt drc 0, Final TNS setup 0 ns, CTS tree done, Post-CTS Setup Inserts 0, critical path fanouts, max 5, routed len/inst between 15 and 20 µm, Synth area leader dfrtp_1, die height roughly 140 µm, ys flops between 150 and 200, count leader, synth dfrtp_1, Resized Gates After CTS 0, RePlAce Congestion about 0.85, register share of total power 52.3%, Final Critical Period 2.71 ns, first-pass GRT wire length about 23 mm, Worst Skew slightly above 0.008 ns, final WL about 14 mm, Antenna diodes 0, synth warn 1, Most used DFF post-synth dfrtp_1, GRT overflow 0
-- state kept, by name, indices dropped and copies added (netlist names) --
register,flops
cnt_spi_clk_en,1
ad_done,1
ad_ch3,16
spi_start,1
init_cnt,16
ad_ch6,16
ad_rst,1
ad_ch7,16
ad_ch1,16
ad_cs_n,1
state,10
ad_ch5,16
cnt_spi_clk,2
ad_ch2,16
ad_cvAB,1
ad_ch8,16
ad_ch4,16
state_cnt,16
-- logic make-up after synthesis --
logic type	synth area share, %
AND-OR/OR-AND	3.49
multiplexers	21.7
adder cells (fa/ha/maj)	1.20
other	0.103
AND/OR/NAND/NOR	8.24
flip-flops	61.3
buffers and inverters	2.37
XOR/XNOR	1.57
-- metrics by stage --
| step | hold WS, ns | power (mW) | instances | cell area, µm² | setup slack, ns |
|---|---|---|---|---|---|
| 6_report | 0.251 | 4.19 | 905 | 9440 | 0.588 |
| 4_1_cts | 0.268 | 4.25 | 905 | 9440 | 0.545 |
| 3_5_place_dp | 0.456 | 2.30 | 873 | 8870 | 1.03 |
| 3_3_place_gp | 0.446 | 2.30 | 873 | 8870 | 1.06 |
| 5_1_grt | 0.287 | 4.34 | 905 | 9440 | 0.500 |
| 2_1_floorplan | 0.364 | 2.24 | 527 | 7280 | 1.44 |
-- layout make-up --
type | count | share of cell area (%)
Clock inverter | 11 | 1.07
Clock buffer | 21 | 4.98
Timing Repair Buffer | 146 | 15.3
Multi-Input combinational cell | 313 | 28.0
Tap cell | 225 | 2.98
Sequential cell | 178 | 47.2
Inverter | 11 | 0.437
-- power groups by stage --
stage / combinational (mW) / sequential (mW) / clock [mW]
finish: 0.0652 / 2.19 / 1.94
global route: 0.0774 / 2.19 / 2.07
CTS: 0.0704 / 2.19 / 1.99
-- path summary, 6_finish.rpt --
path                                 from        endpoint  slack, ns  depth (start not counted)
max                              state[3]         ad_sclk       0.59                          3
min                                 rst_n       ad_ch3[8]       0.25                          1
max reg2reg                      state[3]   state_cnt[15]       1.07                          4
min reg2reg                cnt_spi_clk[0]  cnt_spi_clk[0]       0.47                          1
max in group asynchronous           rst_n          ad_rst       2.16                          2
min in group clk0          cnt_spi_clk[0]  cnt_spi_clk[0]       0.47                          1
-- critical path: stages (launching register included) --
cell and delay, ns:
dfrtp_1 0.44, or4_1 0.58, o21ai_0 0.10, clkdlybuf4s50_1 0.51
-- layer usage --
metal	share of wire [%]	wire length, µm
met4	0.82	114
met5	0	0
met2	45	6180
met3	5.1	709
met1	50	6890
-- cells in the final DEF (no fill, tap or decap), drive strengths merged, types with 10 or more instances in the layout --
cell type / instances
buf: 10
nand2: 23
a21oi: 15
nor2: 15
mux2: 133
clkdlybuf4s50: 136
inv: 14
dfrtp: 174
clkbuf: 21
nand3: 26
nand4: 13
Power is estimated from default activity; no workload was simulated.
